File: design/flow/design.v
module InstructionMemory #(parameter size = 64) (
    input logic [63:0] adr,
    output logic [31:0] Instruction
);
    logic [31:0] Memory [size-1:0];
    initial begin
        Memory[0] = 8'hB3;
        Memory[1] = 8'h01;
        Memory[2] = 8'h41;
        Memory[3] = 8'h00;
        Memory[4] = 8'hB3;
        Memory[5] = 8'h82;
        Memory[6] = 8'h81;
        Memory[7] = 8'h40;
        Memory[4] = 8'h83;
        Memory[5] = 8'ha4;
        Memory[6] = 8'h42;
        Memory[7] = 8'h06;
        Memory[8] = 8'h23;
        Memory[9] = 8'hA0;
        Memory[10] = 8'h74;
        Memory[11] = 8'h00;
        Memory[12] = 8'h83;
        Memory[13] = 8'hA3;
        Memory[14] = 8'h40;
        Memory[15] = 8'h01;
        Memory[16] = 8'hB3;
        Memory[17] = 8'h01;
        Memory[18] = 8'h52;
        Memory[19] = 8'h00;
        Memory[20] = 8'hB3;
        Memory[21] = 8'h02;
        Memory[22] = 8'h34;
        Memory[23] = 8'h40;
        Memory[24] = 8'hE3;
        Memory[25] = 8'h88;
        Memory[26] = 8'h50;
        Memory[27] = 8'hFE;
    end
    assign Instruction[7:0] = Memory[adr + 0]; 
    assign Instruction[15:8] = Memory[adr + 1];
    assign Instruction[23:16] = Memory[adr + 2];
    assign Instruction[31:24] = Memory[adr + 3];
endmodule
File: design/flow/run.sh
#!/bin/bash
# OpenROAD 26Q1-2900-gdf79404cd8, Yosys 0.63+post, stock flow scripts
make -C /OpenROAD-flow-scripts/flow DESIGN_CONFIG=/design/flow/config.mk WORK_HOME=/design/flow/orfs finish
File: design/flow/config.mk
export PLATFORM = sky130hd
export DESIGN_NAME = InstructionMemory
export DESIGN_NICKNAME = InstructionMemory
export VERILOG_FILES = /design/flow/design.v
export SDC_FILE = /design/flow/constraint.sdc
export NUM_CORES = 4
export LEC_CHECK = 1
export CORE_AREA = 10 10 104 104
export DIE_AREA = 0 0 114 114
File: design/flow/constraint.sdc
current_design InstructionMemory

set clk_period 1.9
set clk_io_pct 0.2

create_clock -name clk0 -period $clk_period

set non_clock_inputs [all_inputs -no_clocks]
set_input_delay [expr $clk_period * $clk_io_pct] -clock clk0 $non_clock_inputs
set_output_delay [expr $clk_period * $clk_io_pct] -clock clk0 [all_outputs]
==> run notes <==
flow finished, numbers: FP Core Util=20.3%, DIE AREA=13000 µm², HPWL after detailed placement=5240 µm, Main logic family=AND-OR/OR-AND gates, Gate power share=100.0%, Max-slew headroom=79.6%, vias in the first global route=2694, MUX area fraction=7.54%, MaxCap Viol Count=0, IO Count=96, WHS=1.28 ns, die height=114 µm, first-pass GRT wire length=14000 µm, WL/cell=17.3 µm, non-filler instance count after layout=537, RePlAce Congestion=0.930, die width=114 µm, Seq pwr share=0%, max-slew violations=0, Min-Delay Path Class=in2out, chip area line of the yosys report=1760 µm², core outline area=8680 µm², final worst slack=-0.488 ns, final setup TNS=-8.94 ns, detailed-route via count=2771, DRC viols=0, hold path cells=5, adder share=9.89%, RSZ-0062 raised after global routing=yes, Flop area=0 µm², ANT cells=0, Final period util=126%, total power=1.27 mW, DRT Pass-1 Iters=4, CP Data Arrival Time=2.01 ns, post-route ant nets=0, Seq share, synth=0%, Final Hold Fails=0, Setup-failing EPs final=29, Tool Warnings=103, P&R area growth vs syn=121%, P_leak=1.73 nW, Setup crit start kind=input pin, I/O Buffers=37, power per cell area=326 nW/µm², drt via density=5.16, post-route cell area=3880 µm², Worst-Margin Slew=0.305 ns, DRT Wirelength=9280 µm, Synth Area in Simple Gates=25.5%, hold path startpoint=adr[2], violated checks=negative setup slack, layout cells sized above 1=61.3%, Avg Synthesized Cell Area=6.44 µm², dpl cell area=2780 µm², status=complete, but fails checks, xor/xnor share=7.68%, Max Freq=419 MHz, GRT Overall Usage=12.8%, switching share of power=45.1%, maximum vdd drop=0.000186 V, min Tclk post-route=2.39 ns, required time of the worst setup path=1.52 ns, Crit. End Element=primary output, Clk pwr share=0%, Core Rows=34, sequential cell count=0, initial antenna violation count=0, mapped cell area=1760 µm², yosys warns=1, largest net degree at the start of global routing=17, aoi share=37.3%, Post-Place Cells=469, Pint=0.696 mW, hold path endpoint=Instruction[10], WS Path Type=in2out, total congestion overflow=0, Switch Pwr=0.571 mW, clock buf count=0, # Cells Yosys=273, Mapped Cells=273, Unique cell types=55, Initial DRC Count=179, worst-path fanout max=5
cell families after synthesis:
family                   after synthesis
multiplexers                          13
AND-OR/OR-AND                        105
AND/OR/NAND/NOR                       92
buffers and inverters                 40
adder cells (fa/ha/maj)               14
XOR/XNOR                               9
power groups by stage:
stage     clock network (mW)  registers [mW]  logic (mW)
6_report                   0               0        1.27
5_1_grt                    0               0        1.36
4_1_cts                    0               0        1.13
cell usage after synthesis (all sizes together), types with 3 or more instances:
master,n,area share [%]
xnor2,4,3.5
ha,13,9.2
o21ai,38,11
nor2,29,6.6
nand3b,3,1.3
nand2,29,6.3
nor3,5,1.4
a211oi,8,3.7
nor2b,5,1.8
mux2i,11,6.3
nand2b,4,1.4
a21oi,25,7.1
inv,7,1.5
o22a,3,1.5
o31ai,3,1.3
a31oi,6,2.1
buf,18,7.3
xor2,5,4.2
and3,4,1.4
o221ai,3,1.5
nand3,8,3.0
clkbuf,15,3.3
per-stage QoR:
stage	setup slack (ns)	utilization, %
4_1_cts	-0.477	41.6
5_1_grt	-0.577	44.8
2_1_floorplan	-0.268	-
6_report	-0.488	44.8
3_3_place_gp	-1.25	32.1
3_5_place_dp	-1.26	32.1
critical path, stage by stage:
cell and delay (ns):
buf_8 0.08, buf_6 0.11, inv_8 0.04, ha_1 0.39, nor2b_2 0.19, buf_4 0.14, nor2_1 0.05, o21ai_1 0.15
clkdlybuf4s50_1 0.48
how the worst max path moves through the flow:
stage / start / end / slack, ns / cells after the start
after CTS: adr[0] / Instruction[29] / -0.48 / 12
after global routing: adr[1] / Instruction[29] / -0.58 / 12
final: adr[0] / Instruction[5] / -0.49 / 9
routing by layer:
layer	share of wire, %	routed length, µm	vias up	global-route usage (%)
met2	47	4350	121	21.1
li1	-	-	1314	-
met3	5.6	522	14	1.06
met4	1.6	148	0	1.92
met1	46	4260	1322	18.1
met5	0	0	-	0
placed cells by master, fill, tap and decap left out, types with 3 or more instances in the layout:
cell type / count
xor2_2: 4
nand2_1: 23
nand3b_1: 3
o31ai_1: 3
dlygate4sd2_1: 4
o21ai_0: 12
o21ai_1: 19
o21ai_2: 6
buf_6: 43
a21oi_2: 7
o22a_1: 3
a21oi_1: 17
nor2_4: 6
a211oi_2: 7
nor2_1: 20
nor3_4: 4
nand3_1: 6
ha_1: 4
buf_12: 8
mux2i_1: 11
buf_2: 24
buf_8: 6
a31oi_1: 6
nand2b_1: 3
inv_1: 3
buf_4: 96
nand2_2: 4
ha_4: 9
nor2_2: 3
repair_timing:
action,CTS,global route
endpoints found under the setup margin,32,32
pin swaps,53,30
hold endpoints to repair,0,0
cloned,2,1
resized,218,50
hold buffers,0,0
buffers inserted,55,12
cell type report:
cell class | instances | area [µm²]
fill | 750 | 4790
multi-input combinational | 233 | 2000
tap | 108 | 135
inverter | 7 | 41.3
timing repair buffer | 189 | 1710
Power is estimated from default activity; no workload was simulated.
