--- flow/run.sh ---
#!/bin/bash
# OpenROAD 26Q1-2900-gdf79404cd8, Yosys 0.63+post, stock flow scripts
make -C /OpenROAD-flow-scripts/flow DESIGN_CONFIG=/design/flow/config.mk WORK_HOME=/design/flow/orfs finish
--- flow/config.mk ---
export PLATFORM = sky130hd
export DESIGN_NAME = DataMemory
export DESIGN_NICKNAME = DataMemory
export VERILOG_FILES = /design/flow/design.v
export SDC_FILE = /design/flow/constraint.sdc
export NUM_CORES = 4
export LEC_CHECK = 1
export CORE_UTILIZATION = 30
--- flow/constraint.sdc ---
current_design DataMemory

set clk_period 18.9
set clk_io_pct 0.2

create_clock -name clk0 -period $clk_period [get_ports {clk}]

set non_clock_inputs [all_inputs -no_clocks]
set_input_delay [expr $clk_period * $clk_io_pct] -clock clk0 $non_clock_inputs
set_output_delay [expr $clk_period * $clk_io_pct] -clock clk0 [all_outputs]
--- flow/design.v ---
module DataMemory (
    input logic [63:0] adr,      
    input logic [63:0] datain,   
    input logic w , r,
    input logic clk,
    output logic [63:0] dataout
);
    logic [7:0] MEMO [31:0];  
    logic bandera = 1;
    assign dataout = (r) ? { 
        MEMO[adr + 7],
        MEMO[adr + 6],
        MEMO[adr + 5],
        MEMO[adr + 4],
        MEMO[adr + 3],
        MEMO[adr + 2],
        MEMO[adr + 1],
        MEMO[adr] }  : 64'bz;
    always_ff @(posedge clk) begin
        if(bandera==0) begin
            MEMO[0]=20;
        MEMO[2]=50;
        MEMO[12]=100;
        bandera=1;
        end else begin
        if (w == 1'b1) begin
            { 
            MEMO[adr + 7] ,
            MEMO[adr + 6] ,
            MEMO[adr + 5] ,
            MEMO[adr + 4] ,
            MEMO[adr + 3] ,
            MEMO[adr + 2] ,
            MEMO[adr + 1] ,
            MEMO[adr]     
            } <= datain;
        end
        end
    end
endmodule
==> run_results.csv <==
group,metric,value,unit
run_status,outcome,"finished, violations left",
run_status,violations,"capacitance limit, slew limit",
global_routing,first_global_vias,45200,
route,drc,0,
route,routed_wirelength,323000,um
yosys,avgSynthCellArea,8.29,um2
yosys,ff_type,"sky130_fd_sc_hd__edfxtp_1",
route,vias,50000,
yosys,seq_area_frac_synth,19.7,%
sta,rsz0062_at_grt,"no",
power_and_ir_drop,p_per_area,68.4,nW/um2
floorplan,floorplanUtilization,30.2,%
yosys,top_cells_by_area,"sky130_fd_sc_hd__edfxtp_1 (20%), sky130_fd_sc_hd__mux4_2 (16%), sky130_fd_sc_hd__nand2_1 (5.8%)",
route,wl_met2,120000,um
cts,clk_path_buf_depth,3,
placed_design,hpwlAfterDp,229000,um
job,cap_viol_max_count,1,
yosys,post_synth_tally_of_flip_flops_with_integrated_enable,256,
critical_path,criticalPathCategory,"input port to primary output",
route,met3_wirelength,62200,um
sta,clock.fmax,0.0828,GHz
placed_design,place_congestion,1.18,
yosys,top_area_share,19.7,%
yosys,synthArstFlopShare,0,%
power_and_ir_drop,irDropWorstVdd,0.0493,mV
sta,maxSlewHeadroom,-1.07,%
floorplan,io_pins,195,
route,wl_met1,110000,um
yosys,synth_dominant_cell_count,"sky130_fd_sc_hd__nand2_1",
job,warning_count,95,
yosys,ys_ff,256,
power_and_ir_drop,total_leakage_power,14.3,nW
cells_and_area,finish.utilization,33.8,%
sta,whs,3900,ps
yosys,syn_area,39000,um2
sta,post-route-min-period,12080,ps
global_routing,grt_start_max_net_pins,64,
cts,cts_tree,"done",
critical_path,crit_end,"dataout[12]",
hold_path,min_path_cells,4,
global_routing,grt_antenna_before_repair,44,
cts,cts_hold_buf,0,
sta,post_route_setup_tns,0,ps
sta,worstMarginPinSlew,1510,ps
cells_and_area,drive_above_1_share,21.0,%
critical_path,worstSetupStartpointType,"input port",
cts,cts_made_buffers,36,
hold_path,min-delay-path-class,"input port to flop",
yosys,ys_chip_area,39000,um2
yosys,largest_area_cell,"sky130_fd_sc_hd__edfxtp_1",
cts,ctsRootBufferMaster,"sky130_fd_sc_hd__clkbuf_16",
critical_path,worst_setup_path_startpoint,"adr[2]",
critical_path,worst_setup_path_end_kind,"primary output",
global_routing,global_routing_usage_summed_across_all_routing_layers,49.6,%
route,wl_per_cell,50.0,um
sta,post-route-period-util,63.9,%
cells_and_area,area_growth_syn_to_layout,12.1,%
floorplan,die.size.y,363,um
yosys,yosysCellCount,4712,
route,detailedRoute.firstPassIterationCount,8,
route,detail_route.iter0.violations,8672,
global_routing,grt_first_pass_wirelength,420000,um
route,topRoutingLayerUsed,"met5",
cts,cts_repair_resize_count,0,
yosys,yosys_warnings,2,
cts,cts_sinks,256,
cells_and_area,max_reg_flops,256,
floorplan,fp.coreArea,129000,um2
cts,cts_post_setup_buffers_inserted,0,
yosys,syn-instance-count,4712,
yosys,synth.top_cells.by_count,"sky130_fd_sc_hd__nand2_1 (602), sky130_fd_sc_hd__nor2_1 (443), sky130_fd_sc_hd__clkbuf_1 (366), sky130_fd_sc_hd__nand3_1 (291), sky130_fd_sc_hd__a21oi_1 (289)",
cts,clock_tree.htree_level_count,2,
route,final_antenna_net_count,0,
sta,hold_viol,0,
floorplan,placement_rows,132,
floorplan,area_of_the_die,132000,um2
critical_path,cp_max_fo,27,
placed_design,place.port_buffers,134,
cts,clk_pin_slew_worst_paths,60,ps
floorplan,chipWidth,363,um
global_routing,global_route.overflow_total,0,
critical_path,cp_data_required_time,15120,ps
sta,setup-violations-final,0,
critical_path,crit_arrival,8300,ps
route,detail_route.vias_per_cell,7.73,
yosys,yosysUniqueCellTypes,108,
sta,timing.final.max_slew_violations,6,
==> layer usage <==
metal  vias up  track usage (%)
met3      1548             36.6
met5         -             13.0
li1      18900                -
met4        54             32.7
met1     24300             58.0
met2      5159             61.7
==> cells in the final DEF (no fill, tap or decap), types with 42 or more instances in the layout <==
| cell type | instances |
|---|---|
| sky130_fd_sc_hd__nor3_1 | 90 |
| sky130_fd_sc_hd__nand2_1 | 600 |
| sky130_fd_sc_hd__diode_2 | 48 |
| sky130_fd_sc_hd__mux2_2 | 96 |
| sky130_fd_sc_hd__mux2i_1 | 159 |
| sky130_fd_sc_hd__a31oi_1 | 173 |
| sky130_fd_sc_hd__clkdlybuf4s50_1 | 81 |
| sky130_fd_sc_hd__o221a_2 | 42 |
| sky130_fd_sc_hd__o21ai_0 | 239 |
| sky130_fd_sc_hd__o221ai_1 | 94 |
| sky130_fd_sc_hd__o22ai_1 | 124 |
| sky130_fd_sc_hd__a211oi_1 | 71 |
| sky130_fd_sc_hd__buf_2 | 49 |
| sky130_fd_sc_hd__buf_4 | 309 |
| sky130_fd_sc_hd__a21oi_1 | 289 |
| sky130_fd_sc_hd__mux4_2 | 285 |
| sky130_fd_sc_hd__nor2_1 | 437 |
| sky130_fd_sc_hd__edfxtp_1 | 256 |
| sky130_fd_sc_hd__nand3_1 | 291 |
| sky130_fd_sc_hd__a221oi_1 | 121 |
| sky130_fd_sc_hd__o2111ai_1 | 68 |
==> worst min-delay path by stage <==
stage | from | endpoint | slack [ps]
final | datain[33] | MEMO[2][1]$_DFFE_PP_ | 3900
after CTS | datain[33] | MEMO[5][1]$_DFFE_PP_ | 3880
after global routing | datain[33] | MEMO[2][1]$_DFFE_PP_ | 3920
==> layout make-up <==
| cell class | instances | area (um2) |
|---|---|---|
| clock buffer | 44 | 931 |
| fill | 13400 | 85500 |
| timing repair buffer | 442 | 3410 |
| sequential | 256 | 7690 |
| tap | 1742 | 2180 |
| clock inverter | 20 | 249 |
| antenna | 48 | 120 |
| inverter | 30 | 115 |
| multi-input combinational | 3882 | 29100 |
==> logic make-up after synthesis <==
logic type	after synthesis	synth area share, %
compound gates	1658	30.3
xor+xnor	20	0.670
fa+ha+maj	13	0.417
buf+inv	574	6.33
flops	256	19.7
mux	544	23.5
simple gates	1647	19.2
==> through the flow <==
stage / setup WS (ps) / area, um2 / instances / power (W)
after floorplan: 8130 / 39000 / 4712 / 0.00144
after global placement: 6980 / 42500 / 6352 / 0.00216
after detailed placement: 6970 / 42500 / 6352 / 0.00217
after CTS: 6970 / 43700 / 6416 / 0.00287
after global routing: 6840 / 43700 / 6439 / 0.00298
final: 6820 / 43800 / 6464 / 0.00299
==> worst max-delay path, cell delays in order <==
cell                              delay (ps)
sky130_fd_sc_hd__buf_4                   380
sky130_fd_sc_hd__ha_1                    490
sky130_fd_sc_hd__nand2_1                 270
sky130_fd_sc_hd__xnor2_4                 610
sky130_fd_sc_hd__buf_4                   540
sky130_fd_sc_hd__buf_4                   620
sky130_fd_sc_hd__mux4_2                  660
sky130_fd_sc_hd__mux2_2                  350
sky130_fd_sc_hd__clkdlybuf4s50_1         410
==> power by group <==
group,switching [W],internal [W]
Sequential,0.000126,0.000713
Clock,0.000303,0.000410
Combinational,0.000961,0.000480
Power figures rest on the tool's default switching activity, not on a simulated workload.
