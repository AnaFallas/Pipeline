==> flow/config.mk <==
export PLATFORM = sky130hd
export DESIGN_NAME = RegisterBank
export DESIGN_NICKNAME = RegisterBank
export VERILOG_FILES = /design/flow/design.v
export SDC_FILE = /design/flow/constraint.sdc
export NUM_CORES = 4
export LEC_CHECK = 1
export CORE_UTILIZATION = 40
==> flow/constraint.sdc <==
current_design RegisterBank

set clk_period 10.0
set clk_io_pct 0.2

create_clock -name clk0 -period $clk_period [get_ports {clk}]

set non_clock_inputs [all_inputs -no_clocks]
set_input_delay [expr $clk_period * $clk_io_pct] -clock clk0 $non_clock_inputs
set_output_delay [expr $clk_period * $clk_io_pct] -clock clk0 [all_outputs]
==> flow/design.v <==
module RegisterBank (
    input logic [4:0] register1,
    input logic [4:0] register2,
    input logic [4:0] register3,
    input logic [63:0] datain,
    input logic clk,
    input logic regwrite,
    output logic [63:0] dataout1,
    output logic [63:0] dataout2
);
    logic [63:0] Bank [31:0];
    always_ff @(posedge clk) begin
        if (regwrite) begin
            Bank[register3] <= datain;
        end
    end
    assign dataout1 = (register1!=64'b0)?64'b0:Bank[register1];
    assign dataout2 = (register2!=64'b0)?64'b0:Bank[register2];
endmodule
==> flow/run.sh <==
#!/bin/bash
# OpenROAD 26Q1-2900-gdf79404cd8, Yosys 0.63+post, stock flow scripts
make -C /OpenROAD-flow-scripts/flow DESIGN_CONFIG=/design/flow/config.mk WORK_HOME=/design/flow/orfs finish
==> ci_impl_report.md <==
### Yosys + OpenROAD results

| Metric | Value |
|---|---|
| RSZ-0062 raised after global routing | false |
| Final instance area | approximately 6000 µm² |
| Max-Cap Viols | 0 |
| Worst Path Arrival | about 4.4 ns |
| VDD IR max | approximately 0.074 mV |
| Fmax | between 150 and 200 MHz |
| Residual DRC count | 0 |
| DR vias/cell | slightly below 5 |
| Synthesis area per yosys | around 3800 µm² |
| Number of flip-flops in the largest register | roughly 64 |
| Vias in the first global route | roughly 2800 |
| Final slew viol count | 0 |
| Most numerous logic cells after layout | clkdlybuf4s50_1 (206), nor3b_2 (120), edfxtp_1 (64), clkbuf_8 (9) |
| CTS tree | done |
| Drt first pass iters | 4 |
| Site Rows | 35 |
| Top Metal Used | met4 |
| Crit Path Class | in2out |
| # hold bufs at CTS | 0 |
| Routed Antenna Nets | 0 |
| Crit. End Element | output port |
| P&R area growth vs syn | 57.5% |
| Full die area | roughly 9900 µm² |
| WL final | 10100 µm |
| Die H | ~99 µm |
| Setup TNS | 0 ns |
| Post-Synthesis Cells | roughly 230 |
| Yosys cell count | around 230 |
| All-Layer GR Usage | a little over a fifth |
| Most numerous logic cell after layout | clkdlybuf4s50_1 |
| FILL cells | ~720 |
| Met2 WL | 4980 µm |
| Startpoint Class | input port |
| Pre-CTS WS | between 3 and 4 ns |
| Clock root buffer master | clkbuf_8 |
| Clock transition at the registers of the reported paths | approximately 0.080 ns |
| Req. time, crit path | ~8.0 ns |
| Total congestion overflow | 0 |
| Met3 WL | 885 µm |
| Final WS setup | roughly 3.6 ns |
| TritonCTS buffer count | 9 |
| LEAKAGE | about 1.7 nW |
| Ys Warns | 1 |
| Clk sink count | 64 |
| OpenROAD warning count | 26 |
| Final Hold Fails | 0 |
| Hold WS | 2.21 ns |
| Antenna violations before repair | 0 |
| Fp_density | approximately 41% |
| Mapped Area | ~3800 µm² |
| First DRT Iteration DRCs | 126 |
| Maximum number of pins on one net before global-route repair | 39 |
| Max clock buf depth | 2 |
| Power, Total | about 0.58 mW |
| Least-Margin Pin Slew | a little over 0.8 ns |
| Largest register by flop count | Bank |
| Setup Viol. Count Final | 0 |
| DP Area | just under 6000 µm² |
| Fin crit share | about 64% |
| Final Critical Period | about 6.4 ns |
| Cell variety after synth | 14 |
| Largest regs | Bank (64) |
| Placed insts | 522 |
| Die width | between 90 and 100 µm |
| Post-cts gate resize count | 0 |
| CP Max Fanout | 38 |
| Wl on met1 | between 4000 and 5000 µm |
| Layout cells sized above 1 | 34.2% |
| DR vias | about 2700 |
| Final core occ | 65.0% |
| Cell area power density | about 97 nW/µm² |
| Non-Filler Instances | approximately 540 |
| Status | finished clean |
| Avg Cell Area, Syn | about 17 µm² |
| Synth flops | between 60 and 70 |
| GPL Wtd Cong | 0.829 |
| Max-slew headroom | 44.7% |
| DR WL/cell | ~19 µm |
| Detailed Place HPWL | 6910 µm |
| Hold crit path type | in2reg |
| Synth Seq Share | between 50 and 60% |
| IO Pins | 209 |
| PortBufs | 208 |
| H-tree depth | 3 |
| Setup Buffers After CTS | 0 |
| Global-route wire length before repair | roughly 16000 µm |
| Inserted Diodes | 0 |
| Core ar. | between 9000 and 10000 µm² |
per-layer routing:
layer	track usage, %	vias to the layer above
met4	2.15	0
met5	0	-
met3	6.43	4
met1	33.5	1274
met2	34.5	140
li1	-	1246
cell usage after synthesis:
cell | number | share of area [%]
nor3b_2 | 120 | 40
nor3_1 | 1 | 0.13
or4_1 | 1 | 0.20
or2_2 | 1 | 0.17
nor2_1 | 1 | 0.099
or4b_2 | 2 | 0.53
buf_4 | 1 | 0.20
or4_4 | 1 | 0.30
buf_12 | 6 | 3.2
clkbuf_1 | 9 | 0.89
buf_1 | 6 | 0.59
nor3b_1 | 7 | 1.4
buf_6 | 7 | 2.1
edfxtp_1 | 64 | 51
worst paths after layout:
kind | startpoint | endpoint | slack [ns] | cells past startpoint
max | register2[2] | dataout2[1] | 3.57 | 5
min | datain[57] | Bank[0][57]$_DFFE_PP_ | 2.21 | 1
worst max-delay path, stage by stage:
cell and delay, ns:
clkdlybuf4s50_1 0.42, or4_4 0.78, buf_4 0.43, nor3b_1 0.27, clkdlybuf4s50_1 0.50
kinds of logic (layout without fill, tap and decap cells):
| kind of cell | Yosys count | after routing | share of synthesized area (%) |
|---|---|---|---|
| flip-flops | 64 | 64 | 50.7 |
| buffers and inverters | 29 | 229 | 6.93 |
| AND/OR/NAND/NOR | 134 | 134 | 42.4 |
where the power goes:
group	internal, mW	switching [mW]
combinational	0.0398	0.0265
clock	0.114	0.0988
sequential	0.298	0.00104
area by class of cell:
cell class	count	area (µm²)	area share, %
flip-flops and latches	64	1920	32.2
repair buffers	213	2110	35.4
clock buffers	12	135	2.26
multi-input cells	134	1620	27.1
well taps	111	139	2.32
clock inverters	4	45.0	0.754
Power and IR drop assume default switching activity.
